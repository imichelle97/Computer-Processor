===== design/flow/run.sh =====
#!/bin/bash
# OpenROAD 26Q1-2900-gdf79404cd8, Yosys 0.63+post, stock flow scripts
make -C /OpenROAD-flow-scripts/flow DESIGN_CONFIG=/design/flow/config.mk WORK_HOME=/design/flow/orfs finish

===== design/flow/config.mk =====
export PLATFORM = sky130hd
export DESIGN_NAME = NAND32
export DESIGN_NICKNAME = NAND32
export VERILOG_FILES = /design/flow/design.v
export SDC_FILE = /design/flow/constraint.sdc
export NUM_CORES = 4
export LEC_CHECK = 1
export CORE_AREA = 10 10 70 70
export DIE_AREA = 0 0 80 80

===== design/flow/constraint.sdc =====
current_design NAND32

set clk_period 1.0
set clk_io_pct 0.2

create_clock -name clk0 -period $clk_period

set non_clock_inputs [all_inputs -no_clocks]
set_input_delay [expr $clk_period * $clk_io_pct] -clock clk0 $non_clock_inputs
set_output_delay [expr $clk_period * $clk_io_pct] -clock clk0 [all_outputs]

===== design/flow/design.v =====
module NOR4_1x1(Y, I);
   input [3:0] I;
   output      Y;
   wire        nor1_o, nor2_o;
   nor nor1(nor1_o, I[0], I[1]);
   nor nor2(nor2_o, I[2], I[3]);
   and  and3(Y, nor1_o, nor2_o);
endmodule  
module NOR8_1x1(Y, I);
   input [7:0] I;
   output      Y;
   wire        nor1_o, nor2_o;
   NOR4_1x1 nor1(nor1_o, I[3:0]);
   NOR4_1x1 nor2(nor2_o, I[7:4]);
   and and3(Y, nor1_o, nor2_o);
endmodule  
module NOR16_1x1(Y, I);
   input [15:0] I;
   output      Y;
   wire        nor1_o, nor2_o;
   NOR8_1x1 nor1(nor1_o, I[7:0]);
   NOR8_1x1 nor2(nor2_o, I[15:8]);
   and and3(Y, nor1_o, nor2_o);
endmodule  
module NOR32_1x1(Y, I);
   input [31:0] I;
   output      Y;
   wire        nor1_o, nor2_o;
   NOR16_1x1 nor1(nor1_o, I[15:0]);
   NOR16_1x1 nor2(nor2_o, I[31:16]);
   and and3(Y, nor1_o, nor2_o);
endmodule  
module OR4_1x1(Y, I);
   input [3:0] I;
   output      Y;
   wire        or1_o, or2_o;
   or or1(or1_o, I[0], I[1]);
   or or2(or2_o, I[2], I[3]);
   or or3(Y, or1_o, or2_o);
endmodule  
module OR8_1x1(Y, I);
   input [7:0] I;
   output      Y;
   wire        or1_o, or2_o;
   OR4_1x1 or1(or1_o, I[3:0]);
   OR4_1x1 or2(or2_o, I[7:4]);
   or or3(Y, or1_o, or2_o);
endmodule  
module OR16_1x1(Y, I);
   input [15:0] I;
   output      Y;
   wire        or1_o, or2_o;
   OR8_1x1 or1(or1_o, I[7:0]);
   OR8_1x1 or2(or2_o, I[15:8]);
   or or3(Y, or1_o, or2_o);
endmodule  
module OR32_1x1(Y, I);
   input [31:0] I;
   output      Y;
   wire        or1_o, or2_o;
   OR16_1x1 or1(or1_o, I[15:0]);
   OR16_1x1 or2(or2_o, I[31:16]);
   or or3(Y, or1_o, or2_o);
endmodule  
module OR32_2x1(Y,A,B);
input [31:0] A;
input [31:0] B;
output [31:0] Y;
genvar i;
generate 
	for(i = 0; i < 32; i = i + 1)
	begin : or32_gen_loop
		or or_inst(Y[i], A[i], B[i]);
	end
endgenerate
endmodule
module NOR32_2x1(Y,A,B);
input [31:0] A;
input [31:0] B;
output [31:0] Y;
genvar i;
generate 
	for(i = 0; i < 32; i = i + 1)
	begin : nor32_gen_loop
		nor nor_inst(Y[i], A[i], B[i]);
	end
endgenerate
endmodule
module AND32_2x1(Y,A,B);
input [31:0] A;
input [31:0] B;
output [31:0] Y;
genvar i;
generate 
	for(i = 0; i < 32; i = i + 1)
	begin : and32_gen_loop
		and and_inst(Y[i], A[i], B[i]);
	end
endgenerate
endmodule
module NAND32(Y,A,B);
input [31:0] A;
input [31:0] B;
output [31:0] Y;
genvar i;
generate 
	for(i = 0; i < 32; i = i + 1)
	begin : nand32_gen_loop
		nand nand_inst(Y[i], A[i], B[i]);
	end
endgenerate
endmodule
module XOR32(Y,A,B);
input [31:0] A;
input [31:0] B;
output [31:0] Y;
genvar i;
generate 
	for(i = 0; i < 32; i = i + 1)
	begin : xor32_gen_loop
		xor xor_inst(Y[i], A[i], B[i]);
	end
endgenerate
endmodule
module XNOR32(Y,A,B);
input [31:0] A;
input [31:0] B;
output [31:0] Y;
genvar i;
generate 
	for(i = 0; i < 32; i = i + 1)
	begin : xnor32_gen_loop
		xnor xnor_inst(Y[i], A[i], B[i]);
	end
endgenerate
endmodule
module BUF32(Y,A);
input [31:0] A;
output [31:0] Y;
genvar i;
generate 
	for(i = 0; i < 32; i = i + 1)
	begin : buf32_gen_loop
		buf buf_inst(Y[i], A[i]);
	end
endgenerate
endmodule
module NOT32(Y,A);
input [31:0] A;
output [31:0] Y;
genvar i;
generate 
	for(i = 0; i < 32; i = i + 1)
	begin : not32_gen_loop
		not not_inst(Y[i], A[i]);
	end
endgenerate
endmodule  
module INV32_1x1(Y,A);
input [31:0] A;
output [31:0] Y;
genvar i;
generate 
	for(i = 0; i < 32; i = i + 1)
	begin : not32_gen_loop
		not not_inst(Y[i], A[i]);
	end
endgenerate
endmodule

==> run summary <==
Physical implementation

The run finished with clean final reports. The most common cell after layout, fill and taps aside is sky130_fd_sc_hd__dlygate4sd2_1. The number of distinct standard cells referenced by the synthesized netlist is 1.

The element type at the critical path end is a primary output. Detailed-route iteration 0 reported a violation count of 4. Per the post-route antenna check, the number of violating nets is 0.

For this configuration, the core starts out at a cell density of 3.52%. Data on the critical path arrives at its endpoint at approximately 680 ps. The area growth from synthesis to layout is 694%.

After routing the design area is ~950 µm². Looking at the max-slew report, the worst-margin pin has a slew of approximately 60 ps. Before any placement, the netlist area is recorded as between 100 and 150 µm². The count of fill cells added during filler insertion is ~400. The longest incremental delay of any stage on the critical path is reported as about 230 ps. The placeable core region is around 3400 µm².

At the end of routability-driven placement, the weighted congestion stood at about 0.82. Recorded from the global router log, the overflow total was 0. The uppermost metal layer occupied by signal nets is met3. The script logs the mean routed wire length per placed instance as 13.1 µm.

The largest net degree at the start of global routing is 2. After layout, the worst setup slack is 116 ps. The total global routing track utilization is between 6 and 7%. The OpenROAD report gives the critical path a required time of ~800 ps. By startpoint and endpoint, the worst setup path is classified as in2out. The die covers between 6000 and 7000 µm². The number of pins with negative max-slew slack in the final report is 0.

For the final routed database, the setup TNS stands at 0 ps. Prior to clock tree synthesis, the placed netlist has a worst setup slack of -356 ps. The post-route worst hold slack is 626 ps. The fraction of the cycle the final worst path needs is slightly below 90%. The via count of the first global-routing pass is around 620. The power report puts the leakage power at ~0.56 nW. The final tally of hold violations is 0. The detailed-routing wirelength on met1 is between 700 and 800 µm.

The wire length of the first global-routing pass is 3.30 mm. Per the STA report, the cell with the highest stage delay on the worst path is sky130_fd_sc_hd__dlygate4sd2_1. The number of cells reported by Yosys stat comes to 32.

The worst vdd rail ir drop is approximately 0.00007 V. Per the detail_route log, met2 wirelength is approximately 1.2 mm. The library cells used most frequently in the layout, excluding fill and tap cells, are sky130_fd_sc_hd__dlygate4sd2_1, sky130_fd_sc_hd__nand2_1, sky130_fd_sc_hd__buf_2, sky130_fd_sc_hd__dlymetal6s2s_1. Dividing total power by cell area gives a power density of 259 nW/µm². For this design, the CTS-stage hold fixing added 0 buffers.

The logs give a warning total of 32. The y dimension of the die is roughly 80 µm. The maximum clock rate is ~1100 MHz. The initial antenna violation count came to 1. The area taken by sequential standard cells is reported as 0 µm². In the synthesis report, Yosys lists the chip area as between 100 and 150 µm².

The final count of negative-setup-slack endpoints is 0. The length of the first detailed-routing pass in iterations is 2. The beginning of the critical path is B[3]. The layout has 0 clock buffers. The flop count is 0.

The amount of wire on met3 after detailed routing is ~370 µm. The worst setup path is launched from an input pin. The number of ports placed on the die boundary is roughly 96. The total via count in the routed design is 572.

The report lists the cells along the critical path as dlygate4sd2_1 -> nand2_1 -> dlygate4sd2_1. After detailed placement, the total cell area comes to between 1000 and 1500 µm². The number of port buffers is 96.

The tightest min-delay check is of the in2out type. The worst path needs between 800 and 900 ps of the cycle, external delays included. The post-detailed-route via-to-cell ratio is roughly 3.3. The count of unresolved DRC violations after routing is 0. The category of cells accounting for the largest share of critical-path delay is buffers and inverters. The largest fanout of any net on the critical path is 1. The total of max-cap violations is 0.

In this run the mean area of a mapped cell was 3.75 µm². The placement row count is 21. Setup repair after global routing left no endpoint under its margin. The number of standard cells after synthesis is 32. The horizontal extent of the die is approximately 80 µm. Along the critical path, the tally of buffer and inverter instances is 2.

The remaining max-slew budget at the tightest pin is between 90 and 100%. The synthesis warning total is 0. By instance count, the cell type seen most on the critical path is sky130_fd_sc_hd__dlygate4sd2_1. The sequential-to-total area share from yosys stat is 0%. The wire-length estimate of the detail-placed layout is 2.19 mm.

For the worst min-delay path, the startpoint reported by OpenROAD is B[9]. Per the final layout report, the fraction of cells sized above drive strength 1 comes to between 10% and 20%. The total wire length is approximately 2.3 mm.
==> synthesized netlist by cell type <==
master / count / area [µm²]
sky130_fd_sc_hd__nand2_1: 32 / 120
==> cell type report <==
cell class	instances	area, µm²	area share [%]
diodes	1	2.50	0.262
repair buffers	96	773	81.1
well taps	46	57.6	6.04
multi-input cells	32	120	12.6
==> logic make-up after synthesis <==
kind of cell / count (synthesis) / share of synthesized area (%)
AND/OR/NAND/NOR: 32 / 100
==> timing repair <==
action                                  4_1_cts  5_1_grt
setup buffers                                 0        0
resized                                     138        6
endpoints found under the setup margin       32        6
pin swaps                                    22        2
==> power breakdown <==
part / switching, mW / internal (mW)
Clock: 0 / 0.000000134
Combinational: 0.0575 / 0.189
Sequential: 0 / 0
Total: 0.0575 / 0.189
==> layer usage <==
metal | vias to the layer above | track usage [%]
met1 | 240 | 6.20
met2 | 42 | 11.9
li1 | 290 | -
met4 | 0 | 0
met5 | - | 0
met3 | 0 | 3.98
==> through the flow <==
stage / instances / utilization [%] / total power, mW
detailed placement: 174 / 33.3 / 0.398
global placement: 174 / 33.3 / 0.397
floorplan: 32 / - / 0.0142
CTS: 174 / 27.4 / 0.258
finish: 175 / 27.9 / 0.247
global route: 175 / 27.9 / 0.276
==> final timing paths <==
check,cells after the start,slack (ps),endpoint
hold / removal,3,630,Y[9]
setup / recovery,3,120,Y[3]
No activity file was given, so power comes from the tool's default toggle rates.
