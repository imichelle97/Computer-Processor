==> /design/flow/design.v <==
`timescale 1ns/10ps
module FULL_ADDER(S, CO, A, B, CI);
   input A, B, CI;
   output S, CO;
   wire   ha_1_s, ha_1_c;
   wire   ha_2_c;
   HALF_ADDER ha_1(.Y(ha_1_s), .C(ha_1_c), .A(A), .B(B));
   HALF_ADDER ha_2(.Y(S), .C(ha_2_c), .A(ha_1_s), .B(CI));
   or fa_or(CO, ha_2_c, ha_1_c);
endmodule
`timescale 1ns/10ps
module HALF_ADDER(Y,C,A,B);
   input A, B;
   output Y, C;
   xor inst1(Y, A, B);
   and inst2(C, A, B);
endmodule
`timescale 1ns/10ps
module RC_ADD_SUB_32(Y, CO, A, B, SnA);
   input [31:0] A;
   input [31:0] B;
   input        SnA;
   output [31:0] Y;
   output        CO;
   wire [31:0] 	 xor_out;
   wire [31:0] 	 C;
   genvar 	 i;
   generate
      for(i = 0; i < 32; i = i + 1)
	begin : xor_32_gen_loop
	   xor xor_inst(xor_out[i], B[i], SnA);
	end
   endgenerate
   FULL_ADDER fa0(.S(Y[0]), .CO(C[0]), .A(A[0]), .B(xor_out[0]), .CI(SnA));
   generate
      for(i = 1; i < 32; i = i + 1)
	begin : full_adder_32_gen_loop
	   FULL_ADDER fa_inst(.S(Y[i]), .CO(C[i]), .A(A[i]), .B(xor_out[i]), .CI(C[i - 1]));
	end
   endgenerate
   assign CO = C[31];
endmodule  
module RC_ADD_SUB_64(Y, CO, A, B, SnA);
   input [63:0] A;
   input [63:0] B;
   input        SnA;
   output [63:0] Y;
   output        CO;
   wire [63:0] 	 xor_out;
   wire [63:0] 	 C;
   genvar 	 i;
   generate
      for(i = 0; i < 64; i = i + 1)
	begin : xor_64_gen_loop
	   xor xor_inst(xor_out[i], B[i], SnA);
	end
   endgenerate
   FULL_ADDER fa0(.S(Y[0]), .CO(C[0]), .A(A[0]), .B(xor_out[0]), .CI(SnA));
   generate
      for(i = 1; i < 64; i = i + 1)
	begin : full_adder_64_gen_loop
	   FULL_ADDER fa_inst(.S(Y[i]), .CO(C[i]), .A(A[i]), .B(xor_out[i]), .CI(C[i - 1]));
	end
   endgenerate
   assign CO = C[63];
endmodule  
==> /design/flow/run.sh <==
#!/bin/bash
# OpenROAD 26Q1-2900-gdf79404cd8, Yosys 0.63+post, stock flow scripts
make -C /OpenROAD-flow-scripts/flow DESIGN_CONFIG=/design/flow/config.mk WORK_HOME=/design/flow/orfs finish
==> /design/flow/config.mk <==
export PLATFORM = sky130hd
export DESIGN_NAME = RC_ADD_SUB_64
export DESIGN_NICKNAME = RC_ADD_SUB_64
export VERILOG_FILES = /design/flow/design.v
export SDC_FILE = /design/flow/constraint.sdc
export NUM_CORES = 4
export LEC_CHECK = 1
export CORE_AREA = 10 10 128 128
export DIE_AREA = 0 0 138 138
==> /design/flow/constraint.sdc <==
current_design RC_ADD_SUB_64

set clk_period 83.2
set clk_io_pct 0.2

create_clock -name clk0 -period $clk_period

set non_clock_inputs [all_inputs -no_clocks]
set_input_delay [expr $clk_period * $clk_io_pct] -clock clk0 $non_clock_inputs
set_output_delay [expr $clk_period * $clk_io_pct] -clock clk0 [all_outputs]
==> flow_metrics.py <==
# Metrics from the implementation run
metrics = {
    "drt": {
        "ant_nets": 0,
        "via_per_inst": 3.43,
        "drtPass1Iterations": 4,
        "drcViolationCount": 0,
        "routedWlPerCell_um": 12.9,
        "antennaDiodeCount": 0,
        "drt_iter0_drc": 25,
        "routed_wl_um": 8130,
        "vias": 2157,
    },
    "synth": {
        "synthCells": 324,
        "ys_chip_area_um2": 2880,
        "synth_seq_share_pct": 0,
        "yosysCellCount": 324,
        "netlist_area_um2": 2880,
        "synth-xor-area-share_pct": 19.4,
        "ys_sh_aoi_pct": 0,
        "logic_family": "adder cells",
        "mux_share_pct": 0.347,
        "ys_warn_count": 0,
        "simple_gate_share_pct": 0,
        "synth_adder_area_share_pct": 43.8,
        "synth_cell_type_count": 8,
        "avgSynthCellArea_um2": 8.90,
    },
    "floorplan": {
        "floorplan.core_util_pct": 20.9,
        "coreArea_um2": 13800,
        "chipArea_um2": 19000,
        "die_x_um": 138,
        "row_count": 43,
        "num_io_pins": 194,
        "die_y_um": 138,
    },
    "placed_design": {
        "place_ws_ns": 21.98,
        "place_inst": 628,
        "placed_area_um2": 4470,
        "gp_congestion": 0.845,
        "io_buffers": 194,
        "hpwl_um": 7830,
    },
    "cells_and_area": {
        "n_fill_cell": 1412,
        "drive_above_1_share_pct": 0.446,
        "logic_area_um2": 1830,
        "final_cell_mix": "clkdlybuf4s50_1 (193), inv_1 (125), fa_1 (63)",
        "seq_area_um2": 0,
        "final_cells": 628,
        "layout_top_cell": "clkdlybuf4s50_1",
        "seq_cells": 0,
        "nClkBuffers": 0,
        "area_growth_syn_to_layout_pct": 55.2,
        "final_area_um2": 4470,
        "utilization_pct": 32.5,
    },
    "power_and_ir_drop": {
        "p_seq_share_pct": 0,
        "swShare_pct": 32.4,
        "leakage_nw": 2.03,
        "p_int_uw": 29.0,
        "p_clk_share_pct": 0,
        "p_sw_uw": 13.9,
        "total_power_uw": 42.9,
        "ir_drop_mv": 0.00536,
        "comb_power_share_pct": 100.0,
        "powerDensity_nw_per_um2": 9.60,
    },
    "status": {
        "outcome": "finished clean",
    },
    "sta": {
        "fmaxAchievable_ghz": 0.0164,
        "timing.final.crit_period_ns": 60.90,
        "worst_pin_slew_ns": 0.563,
        "post-route-period-util_pct": 73.2,
        "whs_ns": 34.25,
        "hold_violations": 0,
        "rsz0062_at_grt": "false",
        "finalSetupViolations": 0,
        "relSlewSlack_pct": 62.5,
        "fin_ws_ns": 22.30,
        "slew_violations": 0,
        "setup_tns_ns": 0,
    },
    "global_routing": {
        "grt_usage_pct": 8.71,
        "antenna_found_initial": 1,
        "grt_pass1_wl_um": 13400,
        "grt_pass1_vias": 2449,
        "grt_overflow": 0,
        "grt_max_degree": 36,
    },
    "clock_tree": {
        "cts_resized": 0,
        "ctsHoldBuffers": 0,
        "post_cts_buffers": 0,
    },
    "hold_path": {
        "holdCritStartpoint": "A[0]",
        "hp-class": "in2out",
    },
    "worst_setup_path": {
        "cp-startpoint": "SnA",
        "startpoint_type": "primary input",
        "path_max_fanout": 35,
        "arrival_ns": 44.26,
        "cp_slowest_cell": "fa_1",
        "cpMostUsedCell": "fa_1",
        "slowest_delay_ns": 0.48,
        "crit_type": "in2out",
        "required_ns": 66.56,
        "crit_path_end_kind": "output pin",
    },
    "flow_run": {
        "tool_warnings": 32,
        "maxCapViolations": 0,
    },
}
## kinds of logic after synthesis
family                     Yosys count
xor gates and xnor gates            64
muxes                                1
adders and majority gates           63
buffers and inverters              196
## final cells by class
class                      instances  area share (%)
inverter                         125            10.5
multi-input combinational        128            41.0
tap                              180            5.03
timing repair buffer             195            43.5
## critical path: cells and delay by family
kind,cells,cell delay [ns]
muxes,1,0.18
buffers and inverters,3,0.95
adders and majority gates,63,26.41
## worst paths after layout
| kind | slack [ns] | end | cells past startpoint |
|---|---|---|---|
| setup / recovery | 22.30 | Y[63] | 67 |
| hold / removal | 34.25 | Y[0] | 3 |
## power by group through the flow
stage	Sequential (mW)	Combinational, mW	Clock, mW
6_report	0	0.0429	0
5_1_grt	0	0.0491	0
4_1_cts	0	0.0445	0
## layer usage
layer	track usage, %	vias to the layer above	share of wire (%)
met2	14.2	113	48
met4	0	2	0
met1	11.1	1015	40
met5	0	-	0.16
met3	4.10	2	12
li1	-	1025	-
## Yosys cell counts
library cell	instances	area, um2
inv_1	125	469
buf_6	1	11.3
buf_4	64	480
xnor2_1	62	543
mux2i_1	1	10.0
xor2_1	2	17.5
buf_8	6	90.1
fa_1	63	1260
Power figures rest on the tool's default switching activity, not on a simulated workload.
